File: design.v
module MEM_WB_register(
    input clk,
    input regDestsFlagInput,
    input regWriteFlagInput,
    input ALUSrcInput,
    input memReadFlagInput,
    input memWriteFlagInput,
    input MemToRegInput,
    input BranchsFlagInput,
    input JumpsFlagInput,
    input [3:0] ALUControlInput,
    input [31:0] IRInput,
    input [31:0] BInput,
    input [31:0] ResultInput,
    input [4:0] regDestAddressInput,
    output reg regDestsFlagOutput,
    output reg regWriteFlagOutput,
    output reg ALUSrcOutput,
    output reg memReadFlagOutput,
    output reg memWriteFlagOutput,
    output reg MemToRegOutput,     
    output reg BranchsFlagOutput,  
    output reg JumpsFlagOutput,    
    output reg [3:0] ALUControlOutput,   
    output reg [31:0] IROutput,    
    output reg [31:0] BOutput,
    output reg [31:0] ResultOutput,
    output reg [4:0] regDestAddressOutput,
    input controlSignal
);
initial begin
    IROutput<=32'b0;
end
always @(posedge clk) begin
    if (controlSignal) begin
        regDestsFlagOutput<=regDestsFlagInput;
        regWriteFlagOutput<=regWriteFlagInput;
        ALUSrcOutput<=ALUSrcInput;
        memReadFlagOutput<=memReadFlagInput;
        memWriteFlagOutput<=  memWriteFlagInput;
        MemToRegOutput<=MemToRegInput;
        BranchsFlagOutput<= BranchsFlagInput;
        JumpsFlagOutput<=JumpsFlagInput;
        ALUControlOutput<=ALUControlInput;
        IROutput<=IRInput;
        BOutput<=BInput;
        ResultOutput<=ResultInput;
        regDestAddressOutput<=regDestAddressInput;
    end
end
endmodule
File: constraint.sdc
current_design MEM_WB_register

set clk_period 1.0
set clk_io_pct 0.2

create_clock -name clk0 -period $clk_period [get_ports {clk}]

set non_clock_inputs [all_inputs -no_clocks]
set_input_delay [expr $clk_period * $clk_io_pct] -clock clk0 $non_clock_inputs
set_output_delay [expr $clk_period * $clk_io_pct] -clock clk0 [all_outputs]
File: run.sh
#!/bin/bash
# OpenROAD 26Q1-2900-gdf79404cd8, Yosys 0.63+post, stock flow scripts
make -C /OpenROAD-flow-scripts/flow DESIGN_CONFIG=/design/flow/config.mk WORK_HOME=/design/flow/orfs finish
File: config.mk
export PLATFORM = sky130hd
export DESIGN_NAME = MEM_WB_register
export DESIGN_NICKNAME = MEM_WB_register
export VERILOG_FILES = /design/flow/design.v
export SDC_FILE = /design/flow/constraint.sdc
export NUM_CORES = 4
export LEC_CHECK = 1
export CORE_UTILIZATION = 40
==> flow.log <==
[metrics] run summary
INFO  metric status = complete, but fails checks
INFO  metric violations = setup timing
INFO  metric warnings_synthesis = 1
INFO  metric numClockSinks = roughly 110
INFO  metric minimum_clock_period = between 1 and 1.5 ns
INFO  metric nFillCells = 561
INFO  metric worstHoldPathType = in -> reg
INFO  metric setup_viol = around 110
INFO  metric cpLargestDelayFamily = flip-flops
INFO  metric cts.repair_timing.setup_buffer_count = 0
INFO  metric clock_tree.root_cell = clkbuf_8
INFO  metric hold-path-cell-count = 2
INFO  metric arrival = between 1 and 1.5 ns
INFO  metric core-area = 0.00822 mm²
INFO  metric pwr_density_cell = 2080 mW/mm²
INFO  metric finalHoldViolCount = 0
INFO  metric synthesized_instance_count = between 100 and 150
INFO  metric antenna_cells = 0
INFO  metric aoi_share = 0%
INFO  metric rsz0062_at_grt = true
INFO  metric cp_required = 0.80 ns
INFO  metric path_cells = buf_2
INFO  metric track_usage = a little over a fifth
INFO  metric synth.cell_area = approximately 0.0034 mm²
INFO  metric number_of_global_route_vias_before_repair = roughly 2200
INFO  metric ys_seq_elements = between 100 and 150
INFO  metric cts-hold-fix-buffers = 0
INFO  metric ys_cells = roughly 110
INFO  metric grt_first_pass_wirelength = about 12 mm
INFO  metric postRouteAntennaNets = 0
INFO  metric area_growth = 73.3%
INFO  metric io_buffer_count = roughly 230
INFO  metric ir_worst_vdd = between 1 and 1.5 mV
INFO  metric synth.lib_cells_used.distinct = 1
INFO  metric layout-drive-gt1-share = between 30% and 40%
INFO  metric timing.final.ws_setup = -0.211 ns
INFO  metric netlist.area_leader.share = 100%
INFO  metric max-cap-violations = 0
INFO  metric simple_gate_area_share = 0%
INFO  metric gp_congestion = a little over 0.8
INFO  metric vias = 2100
INFO  metric worst-setup-path-type = reg -> out
INFO  metric io-pin-count = about 230
INFO  metric num-multi-input-gates = 0
INFO  metric tritoncts = done
INFO  metric worstHoldStart = controlSignal
INFO  metric cts_htree_levels = 4
INFO  metric async_reset_ff_share = 0%
INFO  metric ff_latch_area = between 0.003 and 0.004 mm²
INFO  metric detailed_router_s_first_iteration_violation_count = around 61
INFO  metric die.size.x = about 94 µm
INFO  metric critical_path.max_stage_delay = between 0.3 and 0.4 ns
INFO  metric drc_errors = 0
INFO  metric route.final.wire_length = ~8.5 mm
INFO  metric synth.cellmix.xorXnorShare = 0%
INFO  metric timing.slew.headroom = between 80% and 90%
INFO  metric multiInputGateArea = 0 µm²
INFO  metric numCtsBuffers = 17
INFO  metric final-max-slew-violation-count = 0
INFO  metric initial_utilization = roughly two fifths
INFO  metric critical-path-slowest-cell = edfxtp_1
INFO  metric synthFlopType = edfxtp_1
INFO  metric ys_top_cells_by_count = 113 x edfxtp_1
INFO  metric max_freq = between 0.8 and 0.9 GHz
INFO  metric post_synth_mux_area_share = 0%
INFO  metric hold-worst-slack = ~0.21 ns
INFO  metric avgRoutedWirePerCell = 17.7 µm
INFO  metric clkTransAtPathRegs = approximately 0.050 ns
INFO  metric drt-pass1-iter-count = 3
INFO  metric min_delay_worst_endpoint = regDestAddressOutput[2]$_DFFE_PP_
INFO  metric route.detailed.vias_per_inst = roughly 4.4
INFO  metric global_route.overflow_total = 0
INFO  metric synth.most_common_cell = edfxtp_1
INFO  metric critPathLaunchType = flip-flop
INFO  metric critical_path.max_fanout = 1
INFO  metric final_min_period_over_clock_period = 121%
INFO  metric hpwl = 6.49 mm
INFO  metric cts_max_path_buffers = 2
INFO  metric die_y = between 90 and 100 µm
INFO  metric seq_area_frac_synth = ~100%
INFO  metric floorplan.rows = 33
INFO  metric setup.worst_path.end_class = primary output
INFO  metric worstMarginPinSlew = about 0.28 ns
INFO  metric ys_top_cells_by_area = edfxtp_1 100%
INFO  metric tool_warnings = 31
INFO  metric synth-edff-count = 113
INFO  metric grt_max_degree = 29
INFO  metric chip_area = a little under 0.009 mm²
INFO  metric synth.yosys.chip_area = approximately 0.0034 mm²
INFO  metric avgSynthCellArea = between 30 and 40 µm²
INFO  metric adders_majority_by_area = 0%
INFO  metric final_util = a little under three quarters
INFO  metric yosysTopAreaCell = edfxtp_1
INFO  metric antenna_violations_before_repair = 0
INFO  metric power.leakage = 0.00232 µW
INFO  metric cts_resized = ~360
INFO  metric timing.critical_path.buf_inv = 1
-- state kept, by name (all words and copies together), names as in the netlist --
register and cells:
BOutput 32, regDestsFlagOutput 1, JumpsFlagOutput 1, ALUSrcOutput 1, IROutput 32, memReadFlagOutput 1
regDestAddressOutput 5, MemToRegOutput 1, ALUControlOutput 4, BranchsFlagOutput 1, regWriteFlagOutput 1, ResultOutput 32
memWriteFlagOutput 1
-- metrics by stage --
stage | TNS, ns | cell area [µm²] | power, µW | setup slack [ns] | cells
after floorplan | 0 | 3390 | 5730 | 0.501 | 113
after global placement | -0.146 | 5880 | 7010 | -0.0361 | 450
after detailed placement | -0.142 | 5880 | 7030 | -0.0252 | 450
after CTS | -22.30 | 5880 | 12300 | -0.241 | 481
after global routing | -24.71 | 5880 | 12600 | -0.263 | 481
final | -18.98 | 5880 | 12200 | -0.211 | 481
-- layout by cell type (no fill, tap or decap), drive strengths merged --
cell type      instances
clkdlybuf4s50        113
clkinv                 9
clkinvlp               1
edfxtp               113
buf                  119
bufinv                 3
clkbuf                18
-- kinds of logic after synthesis --
kind of cell and Yosys count:
flops 113
-- area by class of cell --
| class | count | share of cell area [%] |
|---|---|---|
| Sequential cell | 113 | 57.7 |
| Clock inverter | 13 | 2.47 |
| Clock buffer | 18 | 7.11 |
| Tap cell | 105 | 2.23 |
| Timing Repair Buffer | 232 | 30.5 |
-- worst max path at each step --
stage / start / endpoint / slack [ns] / cells after the start
5_1_grt: ResultOutput[29]$_DFFE_PP_ / ResultOutput[29] / -0.26 / 1
6_report: ResultOutput[29]$_DFFE_PP_ / ResultOutput[29] / -0.21 / 1
4_1_cts: ResultOutput[29]$_DFFE_PP_ / ResultOutput[29] / -0.24 / 1
-- where the power goes --
part | internal [µW] | switching [µW]
registers | 5630 | 80.3
clock network | 3730 | 1900
logic | 635 | 228
-- layer usage --
metal  vias to the layer above  GRT usage (%)  part of all wire, %
met4                         0           3.33                  1.7
li1                        970              -                    -
met3                        12           13.2                   17
met5                         -              0                    0
met2                       162           31.5                   47
met1                       956           30.6                   34
No activity file was given, so power comes from the tool's default toggle rates.
